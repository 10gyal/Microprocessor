--- flow/config.mk ---
export PLATFORM = sky130hd
export DESIGN_NAME = Register_Unit
export DESIGN_NICKNAME = Register_Unit
export VERILOG_FILES = /design/flow/design.v
export SDC_FILE = /design/flow/constraint.sdc
export NUM_CORES = 4
export LEC_CHECK = 1
export CORE_UTILIZATION = 50
--- flow/constraint.sdc ---
current_design Register_Unit

set clk_period 1.2
set clk_io_pct 0.2

create_clock -name clk0 -period $clk_period [get_ports {CLK}]

set non_clock_inputs [all_inputs -no_clocks]
set_input_delay [expr $clk_period * $clk_io_pct] -clock clk0 $non_clock_inputs
set_output_delay [expr $clk_period * $clk_io_pct] -clock clk0 [all_outputs]
--- flow/design.v ---
`timescale 1ns / 1ps
module Register_Unit(
	input Reset,
	input CLK,
	input RegWrite,
	input [1:0] ReadRegister1,
	input [1:0] ReadRegister2,
	input [1:0] WriteRegister,
	input [7:0] RegWriteData,
	input [1:0] ShowData,
	output [7:0] ReadData1,
	output [7:0] ReadData2,
	output [7:0] EC
    );
	reg [7:0] Register[0:3];
	initial begin
		Register[0] <= 8'b0;
		Register[1] <= 8'b0;
		Register[2] <= 8'b0;
		Register[3] <= 8'b0;
	end
	always@(posedge CLK or posedge Reset) begin
		if(Reset) begin
			Register[0] <= 8'b0;
			Register[1] <= 8'b0;
			Register[2] <= 8'b0;
			Register[3] <= 8'b0;
		end
		else begin 
			if(RegWrite) begin
				Register[WriteRegister] <= RegWriteData;
			end
		end
	end
	assign ReadData1 = Register[ReadRegister1];
	assign ReadData2 = Register[ReadRegister2];
	assign EC = Register[ShowData];
endmodule
--- flow/run.sh ---
#!/bin/bash
# OpenROAD 26Q1-2900-gdf79404cd8, Yosys 0.63+post, stock flow scripts
make -C /OpenROAD-flow-scripts/flow DESIGN_CONFIG=/design/flow/config.mk WORK_HOME=/design/flow/orfs finish
==> results.sh <==
# source this file to load flow results
export IMPL_n_antenna_cell=0
export IMPL_finalHoldViolCount=0
export IMPL_failed_checks="negative setup slack"
export IMPL_dpl_cell_area_um2=2400
export IMPL_vias=1290
export IMPL_power_density_of_the_placed_cells_nw_per_um2=1270
export IMPL_timing_critical_path_to_type="output pin"
export IMPL_layout_core_utilization=0.773
export IMPL_grt_pass1_vias=1290
export IMPL_clock_root_buffer="clkbuf_4"
export IMPL_final_period_utilization=1.41
export IMPL_critical_path_rt_ns=0.96
export IMPL_detailroute_wirelength_met2_um=2060
export IMPL_status="complete, but fails checks"
export IMPL_drt_vias_per_instance=5.66
export IMPL_portBuffers=42
export IMPL_numClockSinks=32
export IMPL_stage_log_warnings=28
export IMPL_routedWlPerCell_um=18.1
export IMPL_routed_top_layer="met4"
export IMPL_total_area_of_sequential_cells_um2=801
export IMPL_ctsLongestPathBuffers=2
export IMPL_die_width_um=61.8
export IMPL_grt_setup_unrepaired="yes"
export IMPL_vdd_drop_max_uv=834
export IMPL_drt_pass1_iterations=4
export IMPL_remaining_drc_errors=0
export IMPL_yosys_most_used_dff="dfrtp_1"
export IMPL_final_setup_tns_ns=-9.99
export IMPL_syn2layout_area_growth_pct=46.7
export IMPL_detail_route_iter0_violations=50
export IMPL_area_leaders="dfrtp_1 (45%), mux4_2 (30%), mux2_2 (20%)"
export IMPL_worstPathMaxFanout=3
export IMPL_overflow=0
export IMPL_logic_area_um2=965
export IMPL_antenna_found_initial=0
export IMPL_place_worst_setup_slack_ns=-0.876
export IMPL_holdBufCountCts=0
export IMPL_fillcell_total=190
export IMPL_largest_register_ff_count=32
export IMPL_setup_viol=24
export IMPL_tritoncts_clock_tree="yes"
export IMPL_drtAntennaViolNets=0
export IMPL_worst_pin_slew_ns=0.284
export IMPL_worst_clock_skew_ns=0
export IMPL_final_max_slew_violation_count=0
export IMPL_slew_headroom=0.811
export IMPL_total_leakage_power_uw=0.00116
export IMPL_timing_hold_worst_class="input pin to async pin"
export IMPL_track_usage=0.260
export IMPL_finish_instance_area_um2=2620
export IMPL_place_hpwl_um=2640
export IMPL_synthDominantAreaCellType="dfrtp_1"
export IMPL_timing_critical_path_arrival_ns=1.46
export IMPL_syn_inst=99
export IMPL_drive_gt1_frac=0.709
export IMPL_cts_inserted_buffers=5
export IMPL_async_reset_ff_frac=1.00
export IMPL_core_util_floorplan=0.527
export IMPL_wl_met1_um=1720
export IMPL_ys_seq_elements=32
export IMPL_design_power_total_uw=3320
export IMPL_synth_cells_yosys=99
export IMPL_synth_yosys_chip_area_um2=1790
export IMPL_top_register="Register"
export IMPL_boundaryPins=43
export IMPL_die_h_um=61.8
export IMPL_place_congestion=0.785
export IMPL_dieArea_um2=3820
export IMPL_clock_tree_htree_level_count=2
export IMPL_grt_start_max_net_pins=33
export IMPL_enable_flop_cells=0
export IMPL_synth_top_area_share=0.448
export IMPL_placeableCoreArea_um2=3390
export IMPL_largestRegisters="Register: 32 flops"
export IMPL_clock_fmax_ghz=0.590
export IMPL_worstSetupPathType="flop to output pin"
export IMPL_routed_wirelength_um=4130
export IMPL_std_cell_rows=21
export IMPL_ys_types=8
export IMPL_wl_met3_um=303
export IMPL_ys_warn_count=2
export IMPL_critical_path_startpoint_type="flop"
export IMPL_cts_clk_slew_worst_paths_ns=0.09
export IMPL_finalWorstSetupSlack_ns=-0.496
export IMPL_syn_cell_area_um2=1790
export IMPL_ys_seq_frac=0.448
export IMPL_netlist_top_cells_count="dfrtp_1 (32), mux2_2 (32), mux4_2 (24)"
export IMPL_period_needed_ns=1.70
export IMPL_post_synth_cell_area_avg_um2=18.0
export IMPL_worstSkewPairLatency_ns=0.32
export IMPL_drv_max_cap_violation_count=0
export IMPL_grt_pass1_wl_um=6410
==> final cells by class <==
class                      instances  share of cell area
multi-input combinational         60               0.368
clock buffer                       8              0.0224
timing repair buffer              81               0.281
inverter                           1             0.00143
tap                               46              0.0220
sequential                        32               0.305
==> per-stage QoR <==
step	hold slack, ns	instances
after floorplan	0.356	99
after global placement	0.517	193
after detailed placement	0.533	193
after CTS	0.247	226
after global routing	0.263	228
final	0.251	228
==> path summary, 6_finish.rpt <==
check | startpoint | end | slack [ns] | depth (start not counted)
worst max-delay path | Register[3][1] | EC[1] | -0.50 | 3
worst min-delay path | Reset | Register[3][4] | 0.25 | 3
worst max register to register | Register[1][6] | Register[1][6] | 0.18 | 3
worst min register to register | Register[2][6] | Register[2][6] | 0.55 | 1
max in group asynchronous | Reset | Register[3][6] | 0.78 | 3
min in group clk0 | Register[2][6] | Register[2][6] | 0.55 | 1
==> report_power, final <==
part / internal (uW) / leakage (uW) / switching (uW)
sequential: 1280 / 0.000379 / 170
combinational: 921 / 0.000749 / 332
clock: 289 / 0.0000326 / 326
total: 2490 / 0.00116 / 828
==> layout by cell type, fill, tap and decap left out <==
cell             instances
buf_6                   21
nor3b_4                  1
buf_12                   6
mux4_2                  24
nand3_2                  1
clkbuf_1                 2
clkbuf_8                 1
dlygate4sd2_1            9
nand3b_4                 1
clkdlybuf4s50_1          9
inv_1                    1
clkbuf_4                 5
mux2_4                   1
dfrtp_1                 32
nand3b_2                 1
buf_4                   12
buf_2                   24
mux2_2                  31
==> worst max-delay path, cell delays in order, from the launching register on <==
cell	delay, ns
dfrtp_1	0.41
buf_6	0.13
mux4_2	0.46
buf_2	0.14
==> cells by family (layout without fill, tap and decap cells) <==
group | count (synthesis) | count (layout) | share of synthesized area
mux | 56 | 56 | 0.504
flops | 32 | 32 | 0.448
buf+inv | 7 | 90 | 0.0189
simple gates | 4 | 4 | 0.0287
==> layer usage <==
layer  track usage  up-vias
li1              -      579
met1         0.406      647
met2         0.395       57
met3         0.101        7
met4        0.0286        0
met5             0        -
==> what timing repair did <==
action,4_1_cts,5_1_grt
setup endpoints to repair,48,24
resized,100,4
setup buffers,25,2
cloned,0,0
No activity file was given, so power comes from the tool's default toggle rates.
