<file path="/design/flow/config.mk">
export PLATFORM = sky130hd
export DESIGN_NAME = Data_Memory
export DESIGN_NICKNAME = Data_Memory
export VERILOG_FILES = /design/flow/design.v
export SDC_FILE = /design/flow/constraint.sdc
export NUM_CORES = 4
export LEC_CHECK = 1
export CORE_UTILIZATION = 40
</file>
<file path="/design/flow/constraint.sdc">
current_design Data_Memory

set clk_period 7.5
set clk_io_pct 0.2

create_clock -name clk0 -period $clk_period [get_ports {Oscillator}]

set non_clock_inputs [all_inputs -no_clocks]
set_input_delay [expr $clk_period * $clk_io_pct] -clock clk0 $non_clock_inputs
set_output_delay [expr $clk_period * $clk_io_pct] -clock clk0 [all_outputs]
</file>
<file path="/design/flow/design.v">
`timescale 1ns / 1ps
module Data_Memory(
	input Reset,
	input Oscillator,
	input [7:0]Address,
	input [7:0]WriteData,
	input MemWrite,
	input MemRead,
	output [7:0]ReadData
    );
	reg [7:0] memory[0:31];
	assign ReadData = memory[Address];
	always @(posedge Oscillator or posedge Reset) begin
		if (Reset) begin
			memory[0] <= 8'b0;
			memory[1] <= 8'b1;
			memory[2] <= 8'b10;
			memory[3] <= 8'b11;
			memory[4] <= 8'b100;
			memory[5] <= 8'b101;
			memory[6] <= 8'b110;
			memory[7] <= 8'b111;
			memory[8] <= 8'b1000;
			memory[9] <= 8'b1001;
			memory[10] <= 8'b1010;
			memory[11] <= 8'b1011;
			memory[12] <= 8'b1100;
			memory[13] <= 8'b1101;
			memory[14] <= 8'b1110;
			memory[15] <= 8'b1111;
			memory[16] <= 8'b0;
			memory[17] <= 8'b11111111;
			memory[18] <= 8'b11111110;
			memory[19] <= 8'b11111101;
			memory[20] <= 8'b11111100;
			memory[21] <= 8'b11111011;
			memory[22] <= 8'b11111010;
			memory[23] <= 8'b11111001;
			memory[24] <= 8'b11111000;
			memory[25] <= 8'b11110111;
			memory[26] <= 8'b11110110;
			memory[27] <= 8'b11110101;
			memory[28] <= 8'b11110100;
			memory[29] <= 8'b11110011;
			memory[30] <= 8'b11110010;
			memory[31] <= 8'b11110001;
		end
		else begin
			if(MemWrite) begin
				memory[Address] <= WriteData;
			end				
		end
	end
endmodule
</file>
<file path="/design/flow/run.sh">
#!/bin/bash
# OpenROAD 26Q1-2900-gdf79404cd8, Yosys 0.63+post, stock flow scripts
make -C /OpenROAD-flow-scripts/flow DESIGN_CONFIG=/design/flow/config.mk WORK_HOME=/design/flow/orfs finish
</file>
==> results.ini <==
[status]
status = finished, final reports clean

[clock_network]
clockBufferDepth = 3
clock_latency_ns = 0.54
cts-resized-gates = 0
cts_tree = yes
numClockSinks = 256
h-tree-depth = 1
cts_buffers = 28
ctsHoldBuffers = 0
path_clk_slew_ns = 0.05
post_cts_buffers = 0
clock-root-buffer = clkbuf_16

[worst_setup_path]
r2r_end = memory[27][2]
reg2reg_from = memory[27][2]
reg2reg_depth = 2
end_kind = output pin
crit_type = in -> out
start_kind = primary input
crit_path_max_fanout = 36
crit_arrival_ns = 4.80
critPathRequiredTime_ns = 6.00
reg2reg_slack_ns = 6.71

[detailed_routing]
vias = 8500
drtPass1Iterations = 21
postRouteAntennaNets = 0
wirelength_mm = 36.0
avgRoutedWirePerCell_um = 25.6
n_antenna_cell = 0
drc = 0
drtIter0Drc = 605
vias_per_cell = 6.05

[cells_and_area]
flop_area_mm2 = 0.00656
area_delta_synth_final_pct = 12.4
largestRegisters = memory: 256 flops
largest_register_ffs = 256
drive_gt1_share_pct = 50.7
fin_area_mm2 = 0.0141
fillers = 2799
top_register = memory
combGateArea_mm2 = 0.00556

[die]
die_h_um = 179
core_mm2 = 0.0307
fp_util_pct = 40.8
die_w_um = 179
rows = 64
die_area_mm2 = 0.0321
io_pins = 28

[global_route]
grt_pass1_wl_mm = 55.3
grt_max_degree = 121
grt.total_usage_pct = 24.6
grt_pass1_vias = 8560
busiest_layer = met1
antenna_found_initial = 0
grt_use_met2_pct = 35.6
grt.overflow.total = 0
grt_use_met3_pct = 6.16
use_met1_pct = 38.6

[power_and_ir_drop]
leakage_nw = 5.77
power.density_mw_per_mm2 = 269
peakVddDrop_mv = 0.174

[min_path]
whs_path_depth = 1
hold_path_class = reg -> reg
hp-start = memory[6][5]
hold_path_end = memory[6][5]

[synth]
largest_area_cell = dfrtp_1
ys_area_mm2 = 0.0125
ys_ff = 256
synth_cell_types = 61
yosys-top-cells-area = dfrtp_1, dfstp_2, mux2_2
netlist.area_leader.share_pct = 26.3
postSynthAreaPerCell_um2 = 12.8
synth_warnings = 2
async_flop_share_pct = 100
ys_cells = 982
synth_area_mm2 = 0.0125
syn_inst = 982
yosys_most_used_dff = dfrtp_1
edf_count = 0
yosysSeqAreaShare_pct = 52.3

[final_timing]
slew_headroom_pct = 33.4
finalCritPeriodShare_pct = 84.0
worst_slew_pin_slew_ns = 0.992
final.setup.tns_ns = 0
hold_viol = 0
fin_skew_ns = 0
drv_slew = 0
rsz0062_at_grt = no
fmax_ghz = 0.159
fin_crit_ns = 6.30
setup_viol = 0

[placement]
dpl.hpwl_mm = 23.2
gp_congestion = 0.925
port_buffers = 23
place_area_mm2 = 0.0132

[flow_run]
cap_violations = 0
warnings = 33

==> cells in the mapped netlist, drive strengths merged, types with 2 or more instances <==
library cell / instances
nor3b: 9
and3: 14
mux2: 278
a32oi: 8
buf: 49
mux2i: 10
nand2: 22
a211o: 3
o22ai: 5
and2: 6
nor2: 18
a32o: 13
a311oi: 2
nor3: 15
a22oi: 13
dfstp: 124
o22a: 2
nand3b: 13
or2: 2
a21oi: 12
o21ai: 17
a31oi: 5
o2111ai: 6
nand4: 21
a221oi: 2
nor4: 16
nor4bb: 2
a221o: 3
nand3: 81
and3b: 5
inv: 7
clkbuf: 34
nor2b: 7
dfrtp: 132
a2111oi: 4
a22o: 7
nand2b: 5
==> layer usage <==
| layer | vias to the layer above | wire length, um |
|---|---|---|
| met4 | 0 | 1150 |
| met1 | 4443 | 16200 |
| li1 | 3696 | - |
| met2 | 286 | 16000 |
| met3 | 75 | 2630 |
| met5 | - | 0 |
==> critical path, stage by stage <==
cell and delay [ns]:
clkdlybuf4s50_1 0.60, buf_12 0.29, or2_1 0.38, nor3_1 0.73, a221o_1 0.28, nor4_1 0.06, buf_4 0.16, a21oi_1 0.27
clkdlybuf4s50_1 0.53
==> final cells by class <==
cell class / count / area share [%]
inverter: 7 / 0.213
timing repair buffer: 59 / 3.80
clock buffer: 45 / 6.07
tap: 396 / 3.51
multi-input combinational: 636 / 39.4
sequential: 256 / 46.5
clock inverter: 7 / 0.444
==> power by group <==
| part | switching (mW) | total (mW) | internal [mW] |
|---|---|---|---|
| combinational | 0.265 | 0.565 | 0.300 |
| sequential | 0.126 | 1.87 | 1.74 |
| clock | 0.548 | 1.36 | 0.811 |
| total | 0.939 | 3.79 | 2.85 |
==> worst max path at each step <==
stage	startpoint	to	slack (ns)	depth (start not counted)
4_1_cts	Address[4]	ReadData[3]	1.28	9
6_report	Address[4]	ReadData[3]	1.20	9
5_1_grt	Address[4]	ReadData[0]	1.07	8
==> cells in the final DEF (no fill, tap or decap), types with 10 or more instances in the layout <==
master,count
a21oi_1,12
mux2_2,274
dfstp_2,124
nand4_1,21
dfrtp_1,132
clkdlybuf4s50_1,20
nand3_1,74
clkbuf_16,29
nor4_1,14
buf_4,32
nand2_1,21
a32o_1,13
mux2i_1,10
a22oi_1,13
and3_1,14
o21ai_0,17
nand3b_1,13
==> cells by family after synthesis <==
group / Yosys count / share of synthesized area [%]
buf+inv: 90 / 3.44
mux: 288 / 25.7
flops: 256 / 52.3
simple gates: 240 / 12.0
compound gates: 108 / 6.51
==> stage by stage <==
stage / hold slack [ns] / power [mW] / setup WS [ns] / instances / util, %
final: 0.499 / 3.79 / 1.20 / 1406 / 45.9
after global routing: 0.501 / 3.96 / 1.07 / 1406 / 45.9
after CTS: 0.500 / 3.83 / 1.28 / 1406 / 45.9
after detailed placement: 0.487 / 2.45 / 1.31 / 1354 / 42.9
after global placement: 0.481 / 2.43 / 1.28 / 1354 / 42.9
after floorplan: 0.470 / 2.26 / 2.73 / 982 / -
Power figures rest on the tool's default switching activity, not on a simulated workload.
