### ./design.v
`timescale 1ns / 1ps
module Frequency_Devider(
    input clkin,
    input clr,
    output reg clkout
    );
	reg [31:0] cnt;
	always @(posedge clkin) begin
		if(clr) begin
			cnt <= 32'd0;
			clkout <=1'b1;
		end
		if(cnt == 32'd25000000) begin
			cnt <=32'd0;
			clkout <= ~clkout;
		end else begin
			cnt <= cnt + 1;
		end
	end
endmodule
### ./run.sh
#!/bin/bash
# OpenROAD 26Q1-2900-gdf79404cd8, Yosys 0.63+post, stock flow scripts
make -C /OpenROAD-flow-scripts/flow DESIGN_CONFIG=/design/flow/config.mk WORK_HOME=/design/flow/orfs finish
### ./config.mk
export PLATFORM = sky130hd
export DESIGN_NAME = Frequency_Devider
export DESIGN_NICKNAME = Frequency_Devider
export VERILOG_FILES = /design/flow/design.v
export SDC_FILE = /design/flow/constraint.sdc
export NUM_CORES = 4
export LEC_CHECK = 1
export CORE_UTILIZATION = 30
### ./constraint.sdc
current_design Frequency_Devider

set clk_period 4.5
set clk_io_pct 0.2

create_clock -name clk0 -period $clk_period [get_ports {clkin}]

set non_clock_inputs [all_inputs -no_clocks]
set_input_delay [expr $clk_period * $clk_io_pct] -clock clk0 $non_clock_inputs
set_output_delay [expr $clk_period * $clk_io_pct] -clock clk0 [all_outputs]
==> summary.txt <==
run results: status finished, final reports clean, GR Layer Usage met2 0.1475, max-cap violations 0, routability cong. 0.7617, clock sinks 33, RSZ-0062 raised after global routing false, Cell area leaders dfxtp_1, xnor2_1, xor2_1, hpwl dp 1.818 mm, worst slew pin tran 433.0 ps, Register Area 670.6 um2, top area contributor share 0.4324, row count 25, period utilization 0.4623, Seq share, synth 0.4527, Area Overhead vs Synth 11.32%, Final min period 2080 ps, Setup Fix Bufs, Post-CTS 0, main flop type dfxtp_1, total number of yosys warnings 1, leakage power 0.0006007 uW, CTS resizes 0, core area 4723 um2, CP arrival 2090 ps, chip area line of the yosys report 1481 um2, largest net degree at the start of global routing 17, Worst Path Required 4510 ps, GR peak layer met1, kind of critical path flop to flop, Filler cells 481, initial antenna violation count 0, synth unique cells 32, later-pin clock latency in the skew report 280 ps, area leader, netlist dfxtp_1, Gate Count Post-Synth 153, Setup TNS 0 ps, die y size 72.27 um, Crit Path Max Fanout 16, final hold violation count 0, EDFF count, synth 1, post-DR wirelength/cell 11.22 um, Reg clk slew, reported paths 60 ps, ANT cells 0, Max Slew Vio Count 0, final tally of setup violations 0, GRT Util Overall 0.1084, Post-route DRC 0, Core Util, Final 0.3491, asr flop ratio synth 0, TritonCTS clock tree done, # Cells Yosys 153, pwr dens 306.9 nW/um2, relative slew slack 0.7087, floorplan core density 0.3136, share of layout cells above drive strength 1 0.1118, Pre-Repair DR Iteration Count 4, chip area 5223 um2, Port Buf Inserts 2, total wire length 2.559 mm, Mean Syn Cell Area 9.682 um2, Clock Path Buffers 2, met1 usage 0.1766, Comb gate area 772.0 um2, HP Class flop to flop, flops & latches, synth 33, Fmax achieved 480.7 MHz, element type at the critical path start flop, maximum VDD drop 0.09314 mV, grt total ovfl 0, CTS Hold Bufs 0, M3 GR Usage 0.03380, Die X 72.27 um, antenna viol nets, final 0, CTS H-tree lvls 2, vias per cell 4.518, Mapped Area 1481 um2, first-pass GRT wire length 4.395 mm, IO Pins 3, Clock Skews 2.697 ps, Iter 0 DRT Violations 19, CTS Root Cell clkbuf_8, CTS buffer count 5, crit end category flop, OpenROAD warning count 26, vias in the first global route 965, Vias 1,030
state kept, by name (all words and copies together), names as in the netlist:
| name | count |
|---|---|
| cnt | 32 |
| clkout | 1 |
report_power, final:
group | switching [uW] | internal [uW] | leakage (uW)
sequential | 0.107 | 294 | 0.000266
combinational | 0.210 | 1.40 | 0.000295
clock | 101 | 110 | 0.0000395
total | 101 | 405 | 0.000601
metrics by stage:
step / power (uW) / worst slack (ps) / cells / instance area (um2) / hold slack (ps)
5_1_grt: 526.8 / 2236 / 228 / 1649 / 481.6
6_report: 506.2 / 2420 / 228 / 1649 / 467.4
3_3_place_gp: 301.9 / 2441 / 220 / 1569 / 458.0
4_1_cts: 511.8 / 2404 / 228 / 1649 / 471.8
3_5_place_dp: 301.9 / 2410 / 220 / 1569 / 458.6
2_1_floorplan: 300.6 / 2683 / 153 / 1481 / 434.9
synthesized netlist by cell type, types with 2 or more instances:
master   instances
nand2_1          6
ha_1             2
and4_1           2
inv_1            6
xnor2_1         17
nor3_1           2
nor4b_1          3
and3_1           3
nor2_1          18
and3_2           4
dfxtp_1         32
nand3_1         15
nand4_1          9
or3_1            2
xor2_1          12
nor4_1           4
worst paths after layout:
check / start / end / slack [ps] / cells past startpoint
worst max-delay path: cnt[0]$_SDFF_PN0_ / clkout$_SDFFCE_PP1P_ / 2420 / 7
worst min-delay path: cnt[31]$_SDFF_PN0_ / cnt[31]$_SDFF_PN0_ / 470 / 1
worst max register to register: cnt[0]$_SDFF_PN0_ / clkout$_SDFFCE_PP1P_ / 2420 / 7
worst min register to register: cnt[31]$_SDFF_PN0_ / cnt[31]$_SDFF_PN0_ / 470 / 1
cells by family after synthesis:
group	synth area share
AOI/OAI and AO/OA	0.006750
xor gates and xnor gates	0.1715
adders and majority gates	0.01689
buffers and inverters	0.02618
DFF	0.4527
and+or+nand+nor	0.3260
final cells by class:
class | count | share of cell area
inverters | 6 | 0.01366
well taps | 67 | 0.05083
clock buffers | 8 | 0.04856
flip-flops and latches | 33 | 0.4067
multi-input cells | 112 | 0.4681
repair buffers | 2 | 0.01214
worst max-delay path, stage by stage (launching register included):
cell	delay, ps
dfxtp_1	340
inv_1	70
ha_1	130
nor4b_1	230
nand4_1	120
or3_1	440
nor2_4	310
or2_2	180
cell usage in the layout (no fill, tap or decap):
cell	count
and3_4	1
and3_1	3
nor3_4	1
or4_4	1
nand3_1	15
nor3_1	2
and4_2	1
nand2_1	6
nand4_1	9
clkbuf_1	3
nor4b_1	3
xor2_1	12
a21oi_1	1
inv_1	6
clkdlybuf4s50_1	2
o21ai_0	1
xnor2_1	17
nor2_1	18
ha_1	2
clkbuf_8	5
and3_2	4
and2_1	1
nor2b_1	1
and4_1	2
nor3_2	1
edfxtp_1	1
or3_1	2
dfxtp_1	32
or2_2	1
nor2_4	1
and4_4	1
nand4_4	1
nor4_1	4
routing by layer:
metal | up-vias | share of wire
li1 | 547 | -
met1 | 467 | 0.56
met2 | 9 | 0.39
met3 | 7 | 0.038
met4 | 0 | 0.014
met5 | - | 0
Power is estimated from default activity; no workload was simulated.
